==> flow/design.v <==
module sirv_gnrl_pipe_stage # (
  parameter CUT_READY = 0,
  parameter DP = 1,
  parameter DW = 32
) (
  input           i_vld, 
  output          i_rdy, 
  input  [DW-1:0] i_dat,
  output          o_vld, 
  input           o_rdy, 
  output [DW-1:0] o_dat,
  input           clk,
  input           rst_n
);
  genvar i;
  generate  
  if(DP == 0) begin: dp_eq_0 
      assign o_vld = i_vld;
      assign i_rdy = o_rdy;
      assign o_dat = i_dat;
  end 
  else begin: dp_gt_0 
      wire vld_set;
      wire vld_clr;
      wire vld_ena;
      wire vld_r;
      wire vld_nxt;
      assign vld_set = i_vld & i_rdy;
      assign vld_clr = o_vld & o_rdy;
      assign vld_ena = vld_set | vld_clr;
      assign vld_nxt = vld_set | (~vld_clr);
      sirv_gnrl_dfflr #(1) vld_dfflr (vld_ena, vld_nxt, vld_r, clk, rst_n);
      assign o_vld = vld_r;
      sirv_gnrl_dffl #(DW) dat_dffl (vld_set, i_dat, o_dat, clk);
      if(CUT_READY == 1) begin:cut_ready 
          assign i_rdy = (~vld_r);
      end 
      else begin:no_cut_ready 
          assign i_rdy = (~vld_r) | vld_clr;
      end 
  end 
  endgenerate 
endmodule 
module sirv_gnrl_bypbuf # (
  parameter DP = 8,
  parameter DW = 32
) (
  input           i_vld,
  output          i_rdy,
  input  [DW-1:0] i_dat,
  output          o_vld,
  input           o_rdy,
  output [DW-1:0] o_dat,
  input           clk,
  input           rst_n
);
  wire          fifo_i_vld;
  wire          fifo_i_rdy;
  wire [DW-1:0] fifo_i_dat;
  wire          fifo_o_vld;
  wire          fifo_o_rdy;
  wire [DW-1:0] fifo_o_dat;
  sirv_gnrl_fifo # (
       .DP(DP),
       .DW(DW),
       .CUT_READY(1) 
  ) u_bypbuf_fifo(
    .i_vld   (fifo_i_vld),
    .i_rdy   (fifo_i_rdy),
    .i_dat   (fifo_i_dat),
    .o_vld   (fifo_o_vld),
    .o_rdy   (fifo_o_rdy),
    .o_dat   (fifo_o_dat),
    .clk     (clk  ),
    .rst_n   (rst_n)
  );
  assign i_rdy = fifo_i_rdy;
  wire byp = i_vld & o_rdy & (~fifo_o_vld);
  assign fifo_o_rdy = o_rdy;
  assign o_vld = fifo_o_vld | i_vld;
  assign o_dat = fifo_o_vld ? fifo_o_dat : i_dat;
  assign fifo_i_dat  = i_dat; 
  assign fifo_i_vld = i_vld & (~byp);
endmodule 
module sirv_gnrl_fifo # (
  parameter CUT_READY = 0,
  parameter MSKO = 0, 
  parameter DP   = 8, 
  parameter DW   = 32 
) (
  input           i_vld, 
  output          i_rdy, 
  input  [DW-1:0] i_dat,
  output          o_vld, 
  input           o_rdy, 
  output [DW-1:0] o_dat,
  input           clk,
  input           rst_n
);
genvar i;
generate  
  if(DP == 0) begin: dp_eq0 
     assign o_vld = i_vld;
     assign i_rdy = o_rdy;
     assign o_dat = i_dat;
  end 
  else begin: dp_gt0 
    wire [DW-1:0] fifo_rf_r [DP-1:0];
    wire [DP-1:0] fifo_rf_en;
    wire wen = i_vld & i_rdy;
    wire ren = o_vld & o_rdy;
    wire [DP-1:0] rptr_vec_nxt; 
    wire [DP-1:0] rptr_vec_r;
    wire [DP-1:0] wptr_vec_nxt; 
    wire [DP-1:0] wptr_vec_r;
    if(DP == 1) begin:rptr_dp_1
      assign rptr_vec_nxt = 1'b1; 
    end
    else begin:rptr_dp_not_1
      assign rptr_vec_nxt = 
          rptr_vec_r[DP-1] ? {{DP-1{1'b0}}, 1'b1} :
                          (rptr_vec_r << 1);
    end
    if(DP == 1) begin:wptr_dp_1
      assign wptr_vec_nxt = 1'b1; 
    end
    else begin:wptr_dp_not_1
      assign wptr_vec_nxt =
          wptr_vec_r[DP-1] ? {{DP-1{1'b0}}, 1'b1} :
                          (wptr_vec_r << 1);
    end
    sirv_gnrl_dfflrs #(1)    rptr_vec_0_dfflrs  (ren, rptr_vec_nxt[0]     , rptr_vec_r[0]     , clk, rst_n);
    sirv_gnrl_dfflrs #(1)    wptr_vec_0_dfflrs  (wen, wptr_vec_nxt[0]     , wptr_vec_r[0]     , clk, rst_n);
    if(DP > 1) begin:dp_gt1
    sirv_gnrl_dfflr  #(DP-1) rptr_vec_31_dfflr  (ren, rptr_vec_nxt[DP-1:1], rptr_vec_r[DP-1:1], clk, rst_n);
    sirv_gnrl_dfflr  #(DP-1) wptr_vec_31_dfflr  (wen, wptr_vec_nxt[DP-1:1], wptr_vec_r[DP-1:1], clk, rst_n);
    end
    wire [DP:0] i_vec;
    wire [DP:0] o_vec;
    wire [DP:0] vec_nxt; 
    wire [DP:0] vec_r;
    wire vec_en = (ren ^ wen );
    assign vec_nxt = wen ? {vec_r[DP-1:0], 1'b1} : (vec_r >> 1);  
    sirv_gnrl_dfflrs #(1)  vec_0_dfflrs     (vec_en, vec_nxt[0]     , vec_r[0]     ,     clk, rst_n);
    sirv_gnrl_dfflr  #(DP) vec_31_dfflr     (vec_en, vec_nxt[DP:1], vec_r[DP:1],     clk, rst_n);
    assign i_vec = {1'b0,vec_r[DP:1]};
    assign o_vec = {1'b0,vec_r[DP:1]};
    if(DP == 1) begin:cut_dp_eq1 
        if(CUT_READY == 1) begin:cut_ready 
          assign i_rdy = (~i_vec[DP-1]);
        end 
        else begin:no_cut_ready 
          assign i_rdy = (~i_vec[DP-1]) | ren;
        end 
    end 
    else begin : no_cut_dp_gt1 
      assign i_rdy = (~i_vec[DP-1]);
    end 
    for (i=0; i<DP; i=i+1) begin:fifo_rf 
      assign fifo_rf_en[i] = wen & wptr_vec_r[i];
      sirv_gnrl_dffl  #(DW) fifo_rf_dffl (fifo_rf_en[i], i_dat, fifo_rf_r[i], clk);
    end 
    integer j;
    reg [DW-1:0] mux_rdat;
    always @*
    begin : rd_port_PROC 
      mux_rdat = {DW{1'b0}};
      for(j=0; j<DP; j=j+1) begin
        mux_rdat = mux_rdat | ({DW{rptr_vec_r[j]}} & fifo_rf_r[j]);
      end
    end 
    if(MSKO == 1) begin:mask_output 
        assign o_dat = {DW{o_vld}} & mux_rdat;
    end 
    else begin:no_mask_output 
        assign o_dat = mux_rdat;
    end 
    assign o_vld = (o_vec[0]);
  end 
endgenerate 
endmodule 
module sirv_gnrl_dfflrs # (
  parameter DW = 32
) (
  input               lden, 
  input      [DW-1:0] dnxt,
  output     [DW-1:0] qout,
  input               clk,
  input               rst_n
);
reg [DW-1:0] qout_r;
always @(posedge clk or negedge rst_n)
begin : DFFLRS_PROC
  if (rst_n == 1'b0)
    qout_r <= {DW{1'b1}};
  else if (lden == 1'b1)
    qout_r <= #1 dnxt;
end
assign qout = qout_r;
endmodule
module sirv_gnrl_dfflr # (
  parameter DW = 32
) (
  input               lden, 
  input      [DW-1:0] dnxt,
  output     [DW-1:0] qout,
  input               clk,
  input               rst_n
);
reg [DW-1:0] qout_r;
always @(posedge clk or negedge rst_n)
begin : DFFLR_PROC
  if (rst_n == 1'b0)
    qout_r <= {DW{1'b0}};
  else if (lden == 1'b1)
    qout_r <= #1 dnxt;
end
assign qout = qout_r;
endmodule
module sirv_gnrl_dffl # (
  parameter DW = 32
) (
  input               lden, 
  input      [DW-1:0] dnxt,
  output     [DW-1:0] qout,
  input               clk 
);
reg [DW-1:0] qout_r;
always @(posedge clk)
begin : DFFL_PROC
  if (lden == 1'b1)
    qout_r <= #1 dnxt;
end
assign qout = qout_r;
endmodule
module sirv_gnrl_dffrs # (
  parameter DW = 32
) (
  input      [DW-1:0] dnxt,
  output     [DW-1:0] qout,
  input               clk,
  input               rst_n
);
reg [DW-1:0] qout_r;
always @(posedge clk or negedge rst_n)
begin : DFFRS_PROC
  if (rst_n == 1'b0)
    qout_r <= {DW{1'b1}};
  else                  
    qout_r <= #1 dnxt;
end
assign qout = qout_r;
endmodule
module sirv_gnrl_dffr # (
  parameter DW = 32
) (
  input      [DW-1:0] dnxt,
  output     [DW-1:0] qout,
  input               clk,
  input               rst_n
);
reg [DW-1:0] qout_r;
always @(posedge clk or negedge rst_n)
begin : DFFR_PROC
  if (rst_n == 1'b0)
    qout_r <= {DW{1'b0}};
  else                  
    qout_r <= #1 dnxt;
end
assign qout = qout_r;
endmodule
module sirv_gnrl_ltch # (
  parameter DW = 32
) (
  input               lden, 
  input      [DW-1:0] dnxt,
  output     [DW-1:0] qout
);
reg [DW-1:0] qout_r;
always @ * 
begin : LTCH_PROC
  if (lden == 1'b1)
    qout_r <= dnxt;
end
assign qout = qout_r;
endmodule
==> flow/run.sh <==
#!/bin/bash
# OpenROAD 26Q1-2900-gdf79404cd8, Yosys 0.63+post, stock flow scripts
make -C /OpenROAD-flow-scripts/flow DESIGN_CONFIG=/design/flow/config.mk WORK_HOME=/design/flow/orfs finish
==> flow/config.mk <==
export PLATFORM = sky130hd
export DESIGN_NAME = sirv_gnrl_bypbuf
export DESIGN_NICKNAME = sirv_gnrl_bypbuf
export VERILOG_FILES = /design/flow/design.v
export SDC_FILE = /design/flow/constraint.sdc
export NUM_CORES = 4
export LEC_CHECK = 1
export CORE_UTILIZATION = 50
==> flow/constraint.sdc <==
current_design sirv_gnrl_bypbuf

set clk_period 7.9
set clk_io_pct 0.2

create_clock -name clk0 -period $clk_period [get_ports {clk}]

set non_clock_inputs [all_inputs -no_clocks]
set_input_delay [expr $clk_period * $clk_io_pct] -clock clk0 $non_clock_inputs
set_output_delay [expr $clk_period * $clk_io_pct] -clock clk0 [all_outputs]
==> out/metrics.yaml <==
post-cts-setup-buffers: 0
grt_pass1_wl_um: 34100
die_w_um: 147
fin_crit_sh_pct: 58.8
clk_pin_slew_ps: 60
synth.avg_cell_area_um2: 17.7
synthTopCellsByArea: "edfxtp_1, a221oi_1, a22o_1"
hold_buffers: 0
power_frac_clock_pct: 42.7
start_kind: "input pin"
power.density_nw_per_um2: 239
critical_path_class: "input pin to output port"
slew_violations: 0
cellLeakagePower_nw: 4.03
tool_warnings: 25
rsz0062_at_grt: "false"
setup_viol: 0
grt_max_degree: 47
yosysWarningCount: 5
grt_overflow_total: 0
syn_to_final_growth_pct: 17.9
htree_levels: 1
avgRoutedWirePerCell_um: 23.1
grt_pass1_vias: 6142
power.internal_mw: 2.39
maxCapViolations: 0
ys_seq_share_pct: 79.6
post_dp_cell_area_um2: 11400
final_cells: 959
drc_errors: 0
cp_data_required_time_ps: 6320
ff_type: "edfxtp_1"
post_cts_resized: 0
routabilityCongestion: 0.784
rows: 52
finalHoldViolCount: 0
yosys_cells: 591
syn-instance-count: 591
status: "finished, final reports clean"
ys.flops: 281
placed_cells: 907
n_antenna_cell: 0
crit_path_end_kind: "output port"
syn-cell-area_um2: 10400
clockBufferDepth: 3
min_path_type: "flip-flop to flip-flop"
skew_ps: 12.0
post_route_cells_drive_above_1_share_pct: 10.7
max_freq_mhz: 215
hpwl_um: 11100
power.switching_mw: 0.552
grt_usage_pct: 23.7
totalWireLength_um: 22100
most_common_cell: "edfxtp_1"
fin_area_um2: 12300
core-area_um2: 20400
power_frac_comb_pct: 2.1
dr_total_vias: 5820
antenna_left: 0
synth-edff-count: 256
fin_tns_setup_ps: 0
numCtsBuffers: 29
yosysTopAreaCell: "edfxtp_1"
yosysTopAreaCellShare_pct: 73.6
synth.distinct_cells: 27
vias_per_cell: 6.07
slew_headroom_pct: 51.6
insertion_delay_ps: 540
first_pass_iters: 5
finalCriticalPeriod_ps: 4640
portBuffers: 69
hold-worst-slack_ps: 495
seqPwrFrac_pct: 55.2
clockRootBuffer: "clkbuf_16"
ys_top_cells_by_count: "edfxtp_1, a221oi_1, a22o_1"
cp_max_fo: 9
cts_tree: "yes"
drtIter0Drc: 288
pin_count: 70
yosys-stat-area_um2: 10400
peakVddDrop_v: 0.000169
die-area_um2: 21500
initial_core_util_pct: 51.3
worstPathArrival_ps: 3060
die_y_um: 147
worstMarginPinSlew_ps: 727
swShare_pct: 18.8
cts_sinks: 281
antenna_found_initial: 0
async_reset_ff_share_pct: 8.90
[power groups by stage]
stage     Combinational, mW  Clock (mW)  Sequential [mW]
4_1_cts              0.0628        1.28             1.62
5_1_grt              0.0688        1.34             1.62
6_report             0.0618        1.26             1.62
[logic make-up after synthesis]
logic type / share of synthesized area (%)
flip-flops: 79.6
AND-OR/OR-AND: 13.9
AND/OR/NAND/NOR: 3.74
buffers and inverters: 1.81
multiplexers: 0.958
[flip-flops by register name, summed over array words and instances (netlist names)]
signal / flops
u_bypbuf_fifo.dp_gt0.dp_gt1.wptr_vec_31_dfflr.qout_r: 7
u_bypbuf_fifo.dp_gt0.dp_gt1.rptr_vec_31_dfflr.qout_r: 7
u_bypbuf_fifo.dp_gt0.vec_31_dfflr.qout_r: 8
u_bypbuf_fifo.dp_gt0.rptr_vec_0_dfflrs.qout_r: 1
u_bypbuf_fifo.dp_gt0.vec_0_dfflrs.qout_r: 1
u_bypbuf_fifo.dp_gt0.fifo_rf.fifo_rf_dffl.qout_r: 256
u_bypbuf_fifo.dp_gt0.wptr_vec_0_dfflrs.qout_r: 1
[cell usage in the layout, fill, tap and decap left out, types with 9 or more instances in the layout]
master           instances
clkbuf_16               29
clkinv_1                 9
a31oi_1                 32
dfrtp_1                 21
nand2_1                 10
nand2b_1                11
a221oi_1                64
buf_4                   18
edfxtp_1               256
clkdlybuf4s50_1         69
nor2_1                  33
o21ai_0                  9
a22o_1                  64
[routing by layer]
layer	GRT usage [%]	up-vias	share of wire, %	wire length, um
met1	33.6	2876	38	8390
met4	4.38	0	1.6	345
met3	13.5	24	11	2450
met5	0	-	0	0
met2	35.7	311	49	11000
li1	-	2609	-	-
[per-stage QoR]
stage	utilization [%]	setup WS (ps)	total power, mW
3_5_place_dp	56.2	3210	1.72
6_report	60.5	3260	2.94
5_1_grt	60.5	3170	3.03
3_3_place_gp	56.2	3240	1.71
2_1_floorplan	-	4510	1.66
4_1_cts	60.5	3210	2.96
[critical path, cell delays in order]
cell and delay (ps):
clkdlybuf4s50_1 630, nor2_1 70, a31oi_1 270, clkdlybuf4s50_1 520
[path summary, 6_finish.rpt]
| check | cells after the start | slack (ps) | start | end |
|---|---|---|---|---|
| setup reg to reg | 3 | 5840 | u_bypbuf_fifo.dp_gt0.vec_31_dfflr.qout_r[0] | flip-flop |
| hold / removal | 1 | 500 | u_bypbuf_fifo.dp_gt0.vec_0_dfflrs.qout_r | u_bypbuf_fifo.dp_gt0.vec_0_dfflrs.qout_r |
| setup / recovery | 4 | 3260 | i_dat[0] | o_dat[0] |
| max in group asynchronous | 2 | 6190 | rst_n | u_bypbuf_fifo.dp_gt0.rptr_vec_0_dfflrs.qout_r |
| hold reg to reg | 1 | 500 | u_bypbuf_fifo.dp_gt0.vec_0_dfflrs.qout_r | u_bypbuf_fifo.dp_gt0.vec_0_dfflrs.qout_r |
| min in group asynchronous | 2 | 1420 | rst_n | async pin |
[layout make-up]
class	instances	area (um^2)
Sequential cell	281	8320
Fill cell	1431	8050
Multi-Input combinational cell	266	1940
Timing Repair Buffer	87	826
Clock buffer	32	737
Tap cell	270	338
Clock inverter	20	148
Inverter	3	11.3
Power is estimated from default activity; no workload was simulated.
